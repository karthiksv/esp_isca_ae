[run.sh]
#!/bin/bash
# OpenROAD 26Q1-2900-gdf79404cd8, Yosys 0.63+post, stock flow scripts
make -C /OpenROAD-flow-scripts/flow DESIGN_CONFIG=/design/flow/config.mk WORK_HOME=/design/flow/orfs finish
[config.mk]
export PLATFORM = sky130hd
export DESIGN_NAME = apb2axil
export DESIGN_NICKNAME = apb2axil
export VERILOG_FILES = /design/flow/design.v
export SDC_FILE = /design/flow/constraint.sdc
export NUM_CORES = 4
export LEC_CHECK = 1
export CORE_AREA = 10 10 104 104
export DIE_AREA = 0 0 114 114
[constraint.sdc]
current_design apb2axil

set clk_period 2.3
set clk_io_pct 0.2

create_clock -name clk0 -period $clk_period [get_ports {clk}]

set non_clock_inputs [all_inputs -no_clocks]
set_input_delay [expr $clk_period * $clk_io_pct] -clock clk0 $non_clock_inputs
set_output_delay [expr $clk_period * $clk_io_pct] -clock clk0 [all_outputs]
[design.v]
package ariane_soc;
    localparam IdWidth = 4;
    localparam IdWidthSlave = IdWidth;
endpackage
module apb2axil
  (
   clk,
   rstn,
   paddr,
   penable,
   psel,
   pwdata,
   pwrite,
   prdata,
   pready,
   pslverr,
   s_axil_awvalid,
   s_axil_awready,
   s_axil_awaddr,
   s_axil_wvalid,
   s_axil_wready,
   s_axil_wdata,
   s_axil_wstrb,
   s_axil_arvalid,
   s_axil_arready,
   s_axil_araddr,
   s_axil_rvalid,
   s_axil_rready,
   s_axil_rdata,
   s_axil_rresp,
   s_axil_bvalid,
   s_axil_bready,
   s_axil_bresp
   );
   input clk;
   input rstn;
   input psel;
   input penable;
   input pwrite;
   input [31:0] paddr;
   input [31:0] pwdata;
   output reg [31:0] prdata;
   output reg 	     pready;
   output reg 	     pslverr;
   output reg 	     s_axil_awvalid;
   input 	     s_axil_awready;
   output [31:0]     s_axil_awaddr;
   output reg 	     s_axil_wvalid;
   input 	     s_axil_wready;
   output [31:0]     s_axil_wdata;
   output [3:0]      s_axil_wstrb;
   output reg 	     s_axil_arvalid;
   input 	     s_axil_arready;
   output [31:0]     s_axil_araddr;
   input 	     s_axil_rvalid;
   output reg 	     s_axil_rready;
   input [31:0]      s_axil_rdata;
   input [1:0] 	     s_axil_rresp;
   input wire 	     s_axil_bvalid;
   output reg 	     s_axil_bready;
   input wire [1:0]  s_axil_bresp;
   localparam apb2axil_idle              = 3'b000;
   localparam apb2axil_write             = 3'b001;
   localparam apb2axil_write_data        = 3'b010;
   localparam apb2axil_write_ack         = 3'b011;
   localparam apb2axil_read              = 3'b100;
   localparam apb2axil_read_data         = 3'b101;
   reg [2:0] 	     apb2axil_state;
   reg [2:0] 	     apb2axil_next;
   assign s_axil_awaddr = paddr[31:0];
   assign s_axil_wdata = pwdata;
   assign s_axil_wstrb = 4'b1111;
   assign s_axil_araddr = paddr[31:0];
   always @ (*) begin
      pready = 1'b0;
      pslverr = 1'b0;
      prdata = '0;
      s_axil_awvalid = 1'b0;
      s_axil_wvalid = 1'b0;
      s_axil_arvalid = 1'b0;
      s_axil_rready = 1'b0;
      s_axil_bready = 1'b0;
      case (apb2axil_state)
	apb2axil_idle : begin
	   pready = 1'b0;
	   pslverr = 1'b0;
	   prdata = '0;
	   s_axil_awvalid = 1'b0;
	   s_axil_wvalid = 1'b0;
	   s_axil_arvalid = 1'b0;
	   s_axil_rready = 1'b0;
	   s_axil_bready = 1'b0;
	   if ((psel & penable) == 1'b1) begin
	      if (pwrite == 1'b1) begin
		 apb2axil_next = apb2axil_write;
	      end else begin
		 apb2axil_next = apb2axil_read;
	      end
	   end else begin
	      apb2axil_next = apb2axil_idle;
	   end
	end  
	apb2axil_write : begin
	   s_axil_awvalid = 1'b1;
	   pready = 1'b0;
	   pslverr = 1'b0;
	   prdata = '0;
	   s_axil_wvalid = 1'b1;
	   s_axil_arvalid = 1'b0;
	   s_axil_rready = 1'b0;
	   s_axil_bready = 1'b0;
	   if ((s_axil_awready & s_axil_wready) == 1'b1)
	     apb2axil_next = apb2axil_write_ack;
	   else if (s_axil_awready == 1'b1)
	     apb2axil_next = apb2axil_write_data;
	   else
	     apb2axil_next = apb2axil_write;
	end  
	apb2axil_write_data : begin
	   s_axil_awvalid = 1'b0;
	   pready = 1'b0;
	   pslverr = 1'b0;
	   prdata = '0;
	   s_axil_wvalid = 1'b1;
	   s_axil_arvalid = 1'b0;
	   s_axil_rready = 1'b0;
	   s_axil_bready = 1'b0;
	   if (s_axil_wready == 1'b1)
	     apb2axil_next = apb2axil_write_ack;
	   else
	     apb2axil_next = apb2axil_write_data;
	end  
	apb2axil_write_ack : begin
	   s_axil_awvalid = 1'b0;
	   pready = s_axil_bvalid;
	   pslverr = s_axil_bresp == '0 ? 1'b0 : s_axil_bvalid;
	   prdata = '0;
	   s_axil_wvalid = 1'b0;
	   s_axil_arvalid = 1'b0;
	   s_axil_rready = 1'b0;
	   s_axil_bready = 1'b1;
	   if (s_axil_bvalid == 1'b1)
	     apb2axil_next = apb2axil_idle;
	   else
	     apb2axil_next = apb2axil_write_ack;
	end  
	apb2axil_read : begin
	   pready = s_axil_arready & s_axil_rvalid;
	   pslverr = s_axil_rresp == '0 ? 1'b0 : s_axil_rvalid;
	   prdata = s_axil_rdata;
	   s_axil_awvalid = 1'b0;
	   s_axil_wvalid = 1'b0;
	   s_axil_arvalid = 1'b1;
	   s_axil_rready = 1'b1;
	   s_axil_bready = 1'b0;
	   if ((s_axil_arready & s_axil_rvalid) == 1'b1)
	     apb2axil_next = apb2axil_idle;
	   else if (s_axil_arready == 1'b1)
	     apb2axil_next = apb2axil_read_data;
	   else
	     apb2axil_next = apb2axil_read;
	end  
	apb2axil_read_data : begin
	   pready = s_axil_rvalid;
	   pslverr = s_axil_rresp == '0 ? 1'b0 : s_axil_rvalid;
	   prdata = s_axil_rdata;
	   s_axil_awvalid = 1'b0;
	   s_axil_wvalid = 1'b0;
	   s_axil_arvalid = 1'b0;
	   s_axil_rready = 1'b1;
	   s_axil_bready = 1'b0;
	   if (s_axil_rvalid == 1'b1)
	     apb2axil_next = apb2axil_idle;
	   else
	     apb2axil_next = apb2axil_read_data;
	end  
	default: begin
	   pready = 1'b0;
	   pslverr = 1'b0;
	   prdata = '0;
	   s_axil_awvalid = 1'b0;
	   s_axil_wvalid = 1'b0;
	   s_axil_arvalid = 1'b0;
	   s_axil_rready = 1'b0;
	   s_axil_bready = 1'b0;
	   apb2axil_next = apb2axil_idle;
	end
      endcase  
   end  
   always @(posedge clk) begin
      if (rstn == 1'b0) begin
	 apb2axil_state <= apb2axil_idle;
      end else begin
	 apb2axil_state <= apb2axil_next;
      end
   end
endmodule  
==> results.py <==
# Generated from Yosys and OpenROAD reports
metrics = {
    "outcome": {
        "status": "finished clean",
    },
    "final_layout": {
        "largest_reg_flops": 6,
        "regMostFlops": "apb2axil_state",
        "synthToLayoutAreaGrowth_pct": 21.0,
        "fin_util_pct": 17.7,
        "largest_registers": "apb2axil_state x6",
        "drive_above_1_share_pct": 6.41,
    },
    "floorplanning": {
        "rows": 34,
        "ios": 249,
        "die_area_um2": 13000,
        "die_w_um": 114,
        "die_h_um": 114,
        "fp_util_pct": 14.6,
        "coreArea_um2": 8680,
    },
    "yosys": {
        "common_cells": "buf_4, nor2b_1, dfxtp_1",
        "avgSynthCellArea_um2": 7.64,
        "ys_area_um2": 1270,
        "syn_inst": 166,
        "numSynthFlops": 6,
        "synth-main-ff-cell": "dfxtp_1",
        "yosys_warnings": 1,
        "synth.distinct_cells": 22,
        "syn_area_um2": 1270,
        "edf_count": 0,
        "top_area_cell": "buf_4",
        "area_leaders": "buf_4, nor2b_1, dfxtp_1",
        "top_cell_area_share_pct": 59.2,
        "yosysSeqAreaShare_pct": 9.48,
        "async_flop_share_pct": 0,
        "top_cell": "buf_4",
        "ys_cells": 166,
    },
    "final_timing": {
        "slew_viol_final": 0,
        "fin_setup_tns_ns": 0,
        "skew_ns": 0.000345,
        "setup_violations": 0,
        "timing.final.crit_share_pct": 96.1,
        "hold_violations": 0,
        "rsz0062_at_grt": "no",
        "period_minus_slack_ns": 2.21,
        "max_freq_mhz": 452,
    },
    "global_route": {
        "grt_max_degree": 22,
        "first_global_vias": 949,
        "overflow": 0,
        "antenna_found_initial": 0,
        "grt_pass1_wl_um": 5040,
        "grtUsageTotal_pct": 4.73,
    },
    "power_and_ir_drop": {
        "finalPower_mw": 0.410,
        "vdd_drop_max_mv": 0.195,
        "p_leak_nw": 0.521,
        "power_density_nw_per_um2": 268,
    },
    "worst_setup_path": {
        "end_kind": "output pin",
        "required_ns": 1.84,
        "r2r_start": "apb2axil_state[1]$_DFF_P_",
        "path_max_fanout": 3,
        "crit_arrival_ns": 1.75,
        "path_class": "in -> out",
        "crit_path_start_kind": "input pin",
        "critPathLaunch": "s_axil_rvalid",
    },
    "run": {
        "warnings": 25,
        "max_cap_violations": 0,
    },
    "clocking": {
        "tritoncts": "built",
        "cts-hold-fix-buffers": 0,
        "cts-root-buf": "clkbuf_8",
        "cts_sinks": 6,
        "clkLatencyLatePin_ns": 0.22,
        "htreeDepth": 1,
        "cts_buffers": 3,
        "clock_path_buffers": 2,
        "clkTransAtPathRegs_ns": 0.03,
    },
    "worst_hold_path": {
        "hold_start": "apb2axil_state[3]$_DFF_P_",
        "hold_class": "reg -> reg",
    },
    "route": {
        "first_pass_iters": 2,
        "post_drt_wl_per_cell_um": 13.7,
        "viasPerCell": 3.32,
        "diodes": 0,
        "vias": 877,
        "drtAntennaViolNets": 0,
        "drt_iter0_markers": 22,
        "drc": 0,
        "wl_um": 3630,
    },
    "place": {
        "hpwlAfterDp_um": 3160,
        "port_buffers": 84,
        "gp_congestion": 0.685,
    },
}
-- worst max-delay path, cell delays in order --
cell and delay (ns):
clkdlybuf4s50_1 0.52, o21ai_0 0.14, o22ai_2 0.15, clkdlybuf4s50_1 0.48
-- kinds of logic after synthesis --
family,share of synthesized area [%]
buf+inv,62.5
simple gates,22.1
compound gates,5.63
flops,9.48
other cells,0.296
-- final cells by class --
| cell class | count | area, µm² |
|---|---|---|
| clock buffers | 3 | 41.3 |
| fillers | 965 | 7140 |
| multi-input cells | 58 | 367 |
| well taps | 108 | 135 |
| inverters | 2 | 7.51 |
| flip-flops and latches | 6 | 120 |
| repair buffers | 87 | 863 |
-- placed cells by master (no fill, tap or decap) --
| master | Yosys | layout |
|---|---|---|
| o22ai_2 | 1 | 1 |
| nand2b_1 | 2 | 2 |
| or2_2 | 1 | 1 |
| o2111ai_1 | 1 | 1 |
| nand4_1 | 1 | 1 |
| inv_1 | 2 | 2 |
| dfxtp_1 | 6 | 6 |
| clkdlybuf4s50_1 | 0 | 84 |
| nor2b_1 | 31 | 31 |
| nor3b_1 | 2 | 2 |
| and2b_1 | 1 | 1 |
| conb_1 | 1 | 4 |
| a21boi_0 | 2 | 2 |
| clkbuf_8 | 0 | 3 |
| buf_4 | 100 | 3 |
| nand3b_1 | 1 | 1 |
| a21bo_2 | 1 | 1 |
| o21ai_0 | 3 | 2 |
| o21ai_1 | 0 | 1 |
| a21oi_1 | 2 | 2 |
| nor2_4 | 1 | 1 |
| nor2_1 | 1 | 1 |
| nand4b_1 | 1 | 1 |
| nand2_1 | 2 | 2 |
-- through the flow --
stage	std cells	setup WS [ns]	instance area, µm²	hold slack (ns)
global route	264	0.00688	1530	0.542
detailed placement	259	0.0458	1480	0.501
global placement	259	0.0453	1480	0.501
CTS	262	0.0344	1520	0.516
finish	264	0.0893	1530	0.516
floorplan	169	1.13	1280	0.456
-- routing by layer --
layer | vias to the layer above | wire [µm] | GRT usage [%]
met5 | - | 0 | 0
met4 | 0 | 235 | 3.68
met3 | 39 | 726 | 3.19
met2 | 115 | 1420 | 6.99
met1 | 334 | 1240 | 4.55
li1 | 389 | - | -
-- repair_timing --
action	in CTS	in global routing
endpoints found under the setup margin	0	5
resized	0	1
setup buffers	0	2
-- power breakdown --
part	total, mW	internal (mW)	switching [mW]
clock	0.153	0.112	0.0406
sequential	0.111	0.108	0.00282
combinational	0.147	0.116	0.0315
total	0.410	0.335	0.0750
-- final timing paths --
| path | end | slack (ns) | depth (start not counted) |
|---|---|---|---|
| worst max register to register | apb2axil_state[0]$_DFF_P_ | 1.42 | 2 |
| worst max-delay path | pslverr | 0.09 | 4 |
| worst min-delay path | apb2axil_state[3]$_DFF_P_ | 0.52 | 2 |
| worst min register to register | apb2axil_state[3]$_DFF_P_ | 0.52 | 2 |
Power is estimated from default activity; no workload was simulated.
