<file path="./run.sh">
#!/bin/bash
# OpenROAD 26Q1-2900-gdf79404cd8, Yosys 0.63+post, stock flow scripts
make -C /OpenROAD-flow-scripts/flow DESIGN_CONFIG=/design/flow/config.mk WORK_HOME=/design/flow/orfs finish
</file>
<file path="./config.mk">
export PLATFORM = sky130hd
export DESIGN_NAME = esplink
export DESIGN_NICKNAME = esplink
export VERILOG_FILES = /design/flow/design.v
export SDC_FILE = /design/flow/constraint.sdc
export NUM_CORES = 4
export LEC_CHECK = 1
export CORE_AREA = 10 10 70 70
export DIE_AREA = 0 0 80 80
</file>
<file path="./constraint.sdc">
current_design esplink

set clk_period 2.3
set clk_io_pct 0.2

create_clock -name clk0 -period $clk_period [get_ports {clk}]

set non_clock_inputs [all_inputs -no_clocks]
set_input_delay [expr $clk_period * $clk_io_pct] -clock clk0 $non_clock_inputs
set_output_delay [expr $clk_period * $clk_io_pct] -clock clk0 [all_outputs]
</file>
<file path="./design.v">
package ariane_soc;
    localparam IdWidth = 4;
    localparam IdWidthSlave = IdWidth;
endpackage
module esplink
  #(
    parameter APB_DW = 32,
    parameter APB_AW = 32,
    parameter REV_ENDIAN = 0
    )
   (
    input logic 		clk,
    input logic 		rstn,
    output logic 		srst,
    input logic 		psel,
    input logic 		penable,
    input logic 		pwrite,
    input logic [APB_AW - 1:0] 	paddr,
    input logic [APB_DW - 1:0] 	pwdata,
    output logic 		pready,
    output logic 		pslverr,
    output logic [APB_DW - 1:0] prdata
    );
   localparam C_REG_ID          = 0;
   localparam C_SRST_BIT        = 0;
   localparam C_REG_MASK        = 32'h1;
   localparam S_REG_ID          = 1;
   localparam S_SRST_BIT        = 0;  
   localparam NREG = S_REG_ID + 1;
   localparam APB_BYTE_OFFSET_BITS      = $clog2(APB_DW / 8);
   localparam OFFSET_MAX                = (NREG - 1) << APB_BYTE_OFFSET_BITS;
   localparam APB_ADDR_MSB              = $clog2(NREG) + APB_BYTE_OFFSET_BITS - 1;
   localparam APB_ADDR_LSB              = APB_BYTE_OFFSET_BITS;
   logic [APB_DW - 1 : 0] 	       bankreg[NREG - 1 : 0];
   logic [APB_ADDR_MSB : APB_ADDR_LSB] selected;
   logic                               do_access;
   logic                               access_error;
   logic                               do_write;
   logic [APB_DW - 1:0] 	       pwdata_rev;
   logic [APB_DW - 1:0] 	       prdata_rev;
   logic 			       timer_en;
   logic [11:0]  		       timestamp;
   genvar 			       i;
   assign selected      = paddr[APB_ADDR_MSB : APB_ADDR_LSB];
   assign do_access     = psel & penable;
   assign access_error  = 0;
   assign do_write      = do_access & ~access_error & pwrite;
   assign do_cmd        = do_write == 1'b1 && selected == C_REG_ID ? 1'b1 : 1'b0;
   generate
      for (i = 0; i < APB_DW / 8; i ++) begin : fix_endian
	 assign pwdata_rev[(i + 1) * 8 - 1 : i * 8] = REV_ENDIAN == 0 ? pwdata[(i + 1) * 8 - 1 : i * 8] : pwdata[APB_DW - i * 8 - 1 : APB_DW - (i + 1) * 8];
	 assign prdata[(i + 1) * 8 - 1 : i * 8] = REV_ENDIAN == 0 ? prdata_rev[(i + 1) * 8 - 1 : i * 8] : prdata_rev[APB_DW - i * 8 - 1 : APB_DW - (i + 1) * 8];
      end
   endgenerate
   assign pslverr = access_error;
   assign prdata_rev = bankreg[selected];
   assign pready = 1'b1;
   assign bankreg[C_REG_ID] = do_cmd == 1'b1 ? pwdata_rev & C_REG_MASK : '0;
   always_ff @(posedge clk) begin : update_s_reg
      if (rstn == 1'b0) begin
	 bankreg[S_REG_ID] <= '0;
      end
      else begin
	 bankreg[S_REG_ID][S_SRST_BIT] <= timer_en;
      end
   end
   assign srst = timer_en;
   always_ff @(posedge clk) begin
      if (rstn == 1'b0) begin
	 timer_en <= 1'b0;
	 timestamp <= '0;
      end
      else begin
	 if (bankreg[C_REG_ID][C_SRST_BIT] == 1'b1)
	   timer_en <= 1'b1;
	 if (timer_en == 1'b1) begin
	    timestamp <= timestamp + 1;
	    if (timestamp == 12'hFFF)
	      timer_en <= 1'b0;
	 end
      end
   end
endmodule
</file>
==> impl_metrics.yaml <==
# synthesis and place-and-route metrics
timing:
  setup_viol: 0
  finalCritPeriodShare_pct: 92.4
  final_hold_viol_count: 0
  fmax_ghz: 0.471
  finalSetupTns_ns: 0
  final.min_clock_period_ns: 2.12
  rsz0062_at_grt: "no"
  skew_ns: 0.00183
  slew_violations: 0
  whs_ns: 0.475
detailed_routing:
  vias: 623
  drtAntennaViolNets: 0
  wirelength_um: 1590
  n_antenna_cell: 0
  wire_per_inst_um: 9.96
  dr.pass1.iters: 4
  drc: 0
  drtIter0Drc: 42
  drt-vias-per-instance: 3.89
logic_synthesis:
  ys_sh_adder_pct: 1.40
  top_cells_by_area: "dfxtp_1 31%, buf_4 28%, mux2i_1 3.4%, nand2_1 3.4%, or4_1 3.4%"
  yosys_area_um2: 896
  edf_count: 0
  yosys_warnings: 3
  topCombFamilyByArea: "buffers and inverters"
  yosysTopAreaCellShare_pct: 31.3
  aoi_share_pct: 7.54
  common_cells: "33 x buf_4, 14 x dfxtp_1, 8 x nand2_1, 6 x nor2_1, 5 x a21oi_1"
  syn_area_per_cell_um2: 8.37
  ys_async_sr_fraction_pct: 0
  yosysSeqAreaShare_pct: 31.3
  netlist.top_cell.by_area: "dfxtp_1"
  xor_share_pct: 3.91
  ys_sh_simple_pct: 21.1
  ys.flops: 14
  synth_cells: 107
  ys_cells: 107
  synth_top_flop_cell: "dfxtp_1"
  ys_sh_mux_pct: 3.35
  syn-cell-area_um2: 896
  synthMostInstantiatedCell: "buf_4"
  synthDistinctLibCells: 24
placement:
  place_hpwl_um: 1300
  placed_area_um2: 887
  dp_cells: 157
  io_buffers: 8
  gp_congestion: 0.778
floorplan:
  initCoreUtil_pct: 26.2
  io-pin-count: 104
  die-area_mm2: 0.00640
  die_w_um: 80
  rows: 21
  die_h_um: 80
  core_area_mm2: 0.00342
power:
  total_power_mw: 0.400
  leakagePower_nw: 0.357
  p_per_area_mw_per_mm2: 439
  peakVddDrop_mv: 0.113
worst_hold_path:
  hold_class: "reg -> reg"
cells_and_area:
  drive_above_1_share_pct: 4.39
  area_growth_pct: 1.54
  design_area_um2: 910
  finalNonFillerCells: 160
clocking:
  clkTransAtPathRegs_ns: 0.08
  tritoncts: "built"
  cts_root_buf: "clkbuf_4"
  postCtsSetupRepairBufs: 0
  hold_buffers: 0
  insertion_delay_ns: 0.27
  cts-resized-gates: 0
  cts_made_buffers: 3
  cts.sinks: 14
  h-tree-depth: 1
  max-clock-path-buffers: 2
grt:
  antenna_found_initial: 0
  grt_pass1_vias: 633
  grt_max_degree: 12
  track_usage_pct: 4.55
  grt_first_pass_wirelength_um: 2540
  grt_overflow: 0
status:
  status: "complete, no violations"
critical_path:
  cpMostUsedCell: "clkdlybuf4s50_1"
  worst-endpoint-arrival_ns: 1.66
  worstPathRequired_ns: 1.84
  path_class: "in -> out"
  crit_path_end_kind: "primary output"
  worstPathMaxFanout: 2
  slowest_delay_ns: 0.49
  crit_slowest_cell: "clkdlybuf4s50_1"
  timing.critical_path.cells: "clkdlybuf4s50_1 -> nand4_1 -> o21ai_0 -> clkdlybuf4s50_1"
  startpoint_type: "input pin"
run:
  maxCapViolations: 0
  warning_count: 87
-- per-layer routing --
metal / track usage, % / up-vias / wire, um
met3: 0.682 / 2 / 88
li1: - / 314 / -
met1: 5.64 / 280 / 732
met2: 7.87 / 27 / 751
met5: 0 / - / 0
met4: 1.41 / 0 / 21
-- power by group --
| group | switching (mW) | internal [mW] |
|---|---|---|
| Clock | 0.0715 | 0.0605 |
| Combinational | 0.0102 | 0.0123 |
| Sequential | 0.00189 | 0.243 |
| Total | 0.0836 | 0.316 |
-- final timing paths --
check	startpoint	end	slack, ns	cells past startpoint
worst min register to register	timestamp[11]$_SDFFE_PN0P_	timestamp[11]$_SDFFE_PN0P_	0.48	2
worst max register to register	timer_en$_SDFF_PN0_	timer_en$_SDFF_PN0_	0.71	3
worst min-delay path	timestamp[11]$_SDFFE_PN0P_	timestamp[11]$_SDFFE_PN0P_	0.48	2
worst max-delay path	pwdata[0]	prdata[0]	0.18	4
-- critical path: cells and delay by family --
family	cells	cell delay, ns
buf+inv	2	0.94
compound gates	1	0.16
simple gates	1	0.10
-- cell type report --
type                            count  area [um^2]
Tap cell                           46         57.6
Sequential cell                    14          280
Inverter                            3         11.3
Clock buffer                        3         22.5
Timing Repair Buffer                8         80.1
Multi-Input combinational cell     86          458
Fill cell                         367         2510
-- sequential cells by signal, summed over array words and instances, names as in the netlist --
register	cells
timer_en	1
bankreg	1
timestamp	12
-- through the flow --
stage	setup WS [ns]	util [%]
2_1_floorplan	0.892	-
3_3_place_gp	0.183	26.0
3_5_place_dp	0.157	26.0
4_1_cts	0.160	26.6
5_1_grt	0.127	26.6
6_report	0.175	26.6
-- layout by cell type, fill, tap and decap left out --
master and instances:
conb_1 33, dfxtp_1 14, nand2_1 8, clkdlybuf4s50_1 8, nor2_1 6, a21oi_1 5
nand4_1 4, o21ai_0 4, or4_1 4, inv_1 3, xor2_1 3, nand3_1 3
mux2i_1 3, o31ai_1 3, clkbuf_4 3, nand2b_1 2, nor4_1 2, nand4_4 1
and3_1 1, xnor2_1 1, or3_2 1, or3_1 1, ha_1 1
-- cells by family (layout without fill, tap and decap cells) --
kind of cell / Yosys count / in the layout
AND-OR/OR-AND: 12 / 12
flip-flops: 14 / 14
XOR/XNOR: 4 / 4
AND/OR/NAND/NOR: 33 / 33
multiplexers: 3 / 3
other: 2 / 33
buffers and inverters: 38 / 14
adder cells (fa/ha/maj): 1 / 1
Power figures rest on the tool's default switching activity, not on a simulated workload.
