==> flow/design.v <==
package ariane_soc;
    localparam IdWidth = 4;
    localparam IdWidthSlave = IdWidth;
endpackage
module DUAL_PORT_RBW #(
  parameter AddressSz = 32 ,
  parameter data_width = 8 ,
  parameter Sz = 128
)( clk,clk_en,din,qout,r_adr,w_adr,w_en);
  input  clk;
  input  clk_en;
  input [data_width-1:0] din;
  output [data_width-1:0] qout;
  input [AddressSz-1:0] r_adr;
  input [AddressSz-1:0] w_adr;
  input  w_en;
  (* ram_style = "block" *)
  reg [data_width-1:0] out;
  reg [data_width-1:0] arr [Sz-1:0];
   always @(posedge clk) begin
      if (clk_en) begin
         out <= arr[r_adr];
         if (w_en) begin
            arr[w_adr] <= din;
         end
      end
   end
   assign qout = out;
endmodule
==> flow/run.sh <==
#!/bin/bash
# OpenROAD 26Q1-2900-gdf79404cd8, Yosys 0.63+post, stock flow scripts
make -C /OpenROAD-flow-scripts/flow DESIGN_CONFIG=/design/flow/config.mk WORK_HOME=/design/flow/orfs finish
==> flow/config.mk <==
export PLATFORM = sky130hd
export DESIGN_NAME = DUAL_PORT_RBW
export DESIGN_NICKNAME = DUAL_PORT_RBW
export VERILOG_FILES = /design/flow/design.v
export SDC_FILE = /design/flow/constraint.sdc
export NUM_CORES = 4
export LEC_CHECK = 1
export CORE_UTILIZATION = 40
==> flow/constraint.sdc <==
current_design DUAL_PORT_RBW

set clk_period 4.2
set clk_io_pct 0.2

create_clock -name clk0 -period $clk_period [get_ports {clk}]

set non_clock_inputs [all_inputs -no_clocks]
set_input_delay [expr $clk_period * $clk_io_pct] -clock clk0 $non_clock_inputs
set_output_delay [expr $clk_period * $clk_io_pct] -clock clk0 [all_outputs]
==> impl_metrics.ini <==
; synthesis and place-and-route metrics
[outcome]
status = finished, final reports clean

[clock_network]
clock-sinks = 1032
post_cts_resized = 0
cts_setup_buffers = 0
cts_inserted_buffers = 101
htreeDepth = 3
cts_hold_buffers = 0
cts.clk_slew.worst_paths_ns = 0.06
cts_root_buffer = clkbuf_16
cts_tree = done
cts_buffer_depth = 3
clkLatencyLatePin_ns = 0.67

[floorplanning]
fp.dieH_um = 317.3
num_rows = 115
fp_util = 0.4041
core_sq_mm = 0.09842
io_pins = 83
die_area_sq_mm = 0.1007
die_x_um = 317.3

[critical_path]
cp-end-kind = register
rrSetupSlack_ns = 1.60
cp_data_required_time_ns = 4.60
crit_fanout = 24
cp.arrival_ns = 3.53
timing.rr.end = out[6]
worstSetupStartpointType = input pin
crit_type = in -> reg
r2r-start = arr[126][6]
ff2ff_path_depth = 4

[synth]
ys_types = 20
ys_chip_area_sq_mm = 0.03977
ys_seq_frac = 0.7793
yosysWarnings = 1
syn_avg_cell_area_sq_um = 24.35
syn_area_sq_mm = 0.03977
ys_cells = 1633
synth_flops = 1032
synthCells = 1633

[detailed_routing]
via_per_inst = 5.467
wl_met1_um = 29430
wl_met3_um = 12990
wirelength_um = 86710
routed.top_layer = met5
dr.pass1.iters = 5
antenna_left = 0
dr_wl_met2_um = 42600
wire_per_inst_um = 26.85
drt_iter0_markers = 1101
vias = 17660
route.detailed.drc = 0

[pwr]
p_leak_nw = 14.33
vdd_drop_max_mv = 0.3235
power.density_mw_per_mm2 = 464.1
total_power_mw = 21.41

[min_path]
hold_class = in -> reg
min_from = din[0]
min_delay_worst_endpoint = arr[19][0]
min_path_cells = 1

[final_timing]
report.final.slew_viol_count = 0
tightestPinTransition_ns = 0.8445
whs_ns = 0.6455
hold_viol_final = 0
finalSetupViolCount = 0
grt_setup_unrepaired = no
finalCritPeriodShare = 0.7448
slew_headroom = 0.4349
fmax_mhz = 319.7
period_minus_slack_ns = 3.128
skew_ns = 0.02098
tns_ns = 0

[layout]
area_growth_pct = 16.00
finalInstanceArea_sq_mm = 0.04613
drive_above_1_share = 0.3493

[placed_design]
routabilityCongestion = 0.8688
portBuffers = 32
dp_hpwl_um = 55770
place_area_sq_mm = 0.04280

[grt]
grt_pass1_vias = 19770
grt.total_usage = 0.1966
grt_max_degree = 63
antenna_found_initial = 7
grt_pass1_wl_um = 128700
grt.overflow.total = 0

[run]
tool_warnings = 76
cap_violations = 0
==> per-stage QoR <==
step                      worst slack [ns]  std cells  utilization
final                                1.072       3230       0.4687
after global routing                0.9977       3229       0.4687
after CTS                            1.080       3225       0.4686
after detailed placement            0.3663       3041       0.4349
after global placement              0.3764       3041       0.4349
after floorplan                     0.6876       1633            -
==> layer usage <==
layer  GRT usage  up-vias
met5     0.01468        -
met4     0.03001        8
met3      0.1350       97
met2      0.2975      916
met1      0.2498     9144
li1            -     7493
==> how the worst max path moves through the flow <==
stage | slack, ns | endpoint | from | cells past startpoint
global route | 1.0 | out[3] | r_adr[0] | 6
CTS | 1.08 | out[4] | r_adr[0] | 6
finish | 1.07 | out[6] | r_adr[0] | 6
==> state kept, by name (all words and copies together) (netlist names) <==
register  cells
arr        1024
out           8
==> critical path: stages <==
cell	delay (ns)
buf_8	0.31
buf_12	0.29
mux4_2	0.58
mux4_2	0.55
mux4_2	0.62
mux2_2	0.31
==> cells in the mapped netlist <==
| cell | n | area share |
|---|---|---|
| edfxtp_1 | 1032 | 0.78 |
| mux4_2 | 336 | 0.19 |
| nor2_1 | 131 | 0.012 |
| clkbuf_1 | 45 | 0.0042 |
| buf_1 | 16 | 0.0015 |
| buf_4 | 13 | 0.0025 |
| buf_2 | 12 | 0.0015 |
| nand2_1 | 9 | 0.00085 |
| nand3_1 | 9 | 0.0011 |
| mux2_2 | 8 | 0.0023 |
| nand3b_1 | 4 | 0.00076 |
| nor2b_1 | 4 | 0.00063 |
| nand4_1 | 3 | 0.00047 |
| nand4b_1 | 3 | 0.00066 |
| buf_6 | 2 | 0.00057 |
| or3b_2 | 2 | 0.00044 |
| and2_1 | 1 | 0.00016 |
| inv_1 | 1 | 0.000094 |
| nand2b_1 | 1 | 0.00016 |
| or3_1 | 1 | 0.00016 |
==> layout by cell type, fill, tap and decap left out, drive strengths merged, types with 4 or more instances in the layout <==
cell,count
buf,189
bufinv,14
clkbuf,123
clkdlybuf4s50,20
clkinv,42
diode,5
edfxtp,1032
mux2,8
mux4,336
nand2,9
nand3,9
nand3b,4
nor2,131
nor2b,4
==> report_power, final <==
| part | switching (mW) | internal, mW |
|---|---|---|
| clock | 3.68 | 5.31 |
| sequential | 0.00711 | 11.4 |
| combinational | 0.598 | 0.453 |
==> cell families (layout without fill, tap and decap cells) <==
group,Yosys count,count (layout),share of synthesized area
other,0,5,0
and+or+nand+nor,168,168,0.01778
buffers and inverters,89,394,0.01038
DFF,1032,1032,0.7793
muxes,344,344,0.1926
==> final cells by class <==
class	count	area (sq um)
antenna	5	12.51
clock buffer	123	2631
clock inverter	61	684.4
fill	7855	52290
inverter	1	3.754
multi-input combinational	512	8364
sequential	1032	30990
tap	1287	1610
timing repair buffer	209	1832
