## design.v

```verilog
package ariane_soc;
    localparam IdWidth = 4;
    localparam IdWidthSlave = IdWidth;
endpackage
module router_fifo
  #(
    parameter bit BypassEnable = 1'b1,
    parameter int unsigned Depth = 4,
    parameter int unsigned Width = 8
    )
  (
   input logic clk,
   input logic rst,
   input logic rdreq,
   input logic wrreq,
   input logic [Width-1:0] data_in,
   output logic empty,
   output logic full,
   output logic [Width-1:0] data_out
   );
  logic [Depth-1:0][Width-1:0] mem;
  logic [$clog2(Depth+1)-1:0] head;
  logic [$clog2(Depth+1)-1:0] head_next;
  logic [Depth-1:0] tail;
  logic [Depth:0] used;
  logic valid_read;
  logic valid_write;
  logic [Width-1:0] data_out_nobypass;
  genvar g_i;
  assign valid_read = rdreq & ~empty;
  assign valid_write = BypassEnable & empty ? wrreq & ~rdreq : wrreq & ~full;
  assign data_out = BypassEnable & empty ? data_in : data_out_nobypass;
  assign head_next = head == (Depth - 1'b1) ? '0 : head + 1'b1;
  always_ff @(posedge clk) begin
    if (rst) begin
      head <= '0;
    end else if (valid_read) begin
      head <= head_next;
    end
  end
  always_ff @(posedge clk) begin
    if (rst) begin
      tail[Depth-1:1] <= '0;
      tail[0] <= 1'b1;
    end else if (valid_write) begin
      tail[Depth-1:1] <= tail[Depth-2:0];
      tail[0] <= tail[Depth-1];
    end
  end
  always_ff @(posedge clk) begin
    if (rst) begin
      used[Depth:1] <= '0;
      used[0] <= 1'b1;
    end else begin
      if (valid_write & ~valid_read) begin
        used[Depth:1] <= used[Depth-1:0];
        used[0] <= 1'b0;
      end else if (~valid_write & valid_read) begin
        used[Depth-1:0] <= used[Depth:1];
        used[Depth] <= 1'b0;
      end
    end
  end
  assign empty = used[0];
  assign full = used[Depth];
  for (g_i = 0; g_i < Depth; g_i++) begin : gen_fifo_write
    always_ff @(posedge clk) begin
      if (rst) begin
        mem[g_i] <= '0;
      end else if (valid_write & tail[g_i]) begin
        mem[g_i] <= data_in;
      end
    end
  end
  assign data_out_nobypass = mem[head];   
endmodule
```

## run.sh

```bash
#!/bin/bash
# OpenROAD 26Q1-2900-gdf79404cd8, Yosys 0.63+post, stock flow scripts
make -C /OpenROAD-flow-scripts/flow DESIGN_CONFIG=/design/flow/config.mk WORK_HOME=/design/flow/orfs finish
```

## config.mk

```make
export PLATFORM = sky130hd
export DESIGN_NAME = router_fifo
export DESIGN_NICKNAME = router_fifo
export VERILOG_FILES = /design/flow/design.v
export SDC_FILE = /design/flow/constraint.sdc
export NUM_CORES = 4
export LEC_CHECK = 1
export CORE_UTILIZATION = 50
```

## constraint.sdc

```tcl
current_design router_fifo

set clk_period 2.5
set clk_io_pct 0.2

create_clock -name clk0 -period $clk_period [get_ports {clk}]

set non_clock_inputs [all_inputs -no_clocks]
set_input_delay [expr $clk_period * $clk_io_pct] -clock clk0 $non_clock_inputs
set_output_delay [expr $clk_period * $clk_io_pct] -clock clk0 [all_outputs]
```

==> flow_summary.rst <==
Flow metrics
------------

.. list-table::
   :header-rows: 1

   * - Metric
     - Value
   * - Count of distinct cell types in the synthesized netlist
     - 24
   * - Part of the total power dissipated in sequential elements
     - 0.520
   * - Antenna violations before repair
     - 0
   * - Unrepaired setup endpoints after global routing
     - no
   * - Crit path DAT
     - 1.90 ns
   * - Leakage power of the design
     - 1.07 nW
   * - Total vias in the final route
     - 1461
   * - Number of buffers created by CTS
     - 5
   * - Clock network latency to the later pin of the worst-skew pair
     - 0.29 ns
   * - Ratio of cells with drive above 1 in the final layout
     - 0.151
   * - Final worst clock skew
     - 0.00199 ns
   * - Row count
     - 23
   * - Clk slew on worst S/H paths
     - 0.08 ns
   * - Period Utilization, post-route
     - 0.959
   * - Global-route wire length before repair
     - 6.66 mm
   * - Max-slew headroom
     - 0.667
   * - Number of cells produced by synthesis
     - 191
   * - Top area cells in the synthesized netlist
     - dfxtp_1 (42%), mux2i_1 (17%), nand2b_1 (14%)
   * - Clock power frac
     - 0.319
   * - Non-filler instance count after layout
     - 269
   * - Number of cells in the yosys synthesis report
     - 191
   * - TritonCTS clock tree
     - done
   * - Endpoint class of the critical path
     - output pin
   * - Input/output buffers
     - 21
   * - Number of failing setup endpoints in the final timing report
     - 0
   * - Sum of buffers and inverters on the critical path
     - 2
   * - Fmax
     - 0.417 GHz
   * - Mean instance size in the synthesized netlist
     - 10.9 sq um
   * - Final standard cell utilization of the core
     - 0.618
   * - Growth of design area from synthesis to finish
     - 18.9%
   * - Number of warnings in the stage logs
     - 27
   * - Post-route setup TNS
     - 0 ns
   * - Total of flip-flops plus latches after synthesis
     - 44
   * - Final critical-path setup slack
     - 0.103 ns
   * - Width of the die
     - 66.5 um
   * - Clock buffer depth
     - 2
   * - Minimum setup slack after placement
     - 0.0834 ns
   * - Sequential fraction of the synthesis area
     - 0.423
   * - Warning count from the yosys run
     - 1
   * - Internal power
     - 1.08 mW
   * - Vias per inst
     - 5.43
   * - Average wire per standard cell
     - 15.6 um
   * - Cell area after synthesis
     - 2080 sq um
   * - Worst R2R Path Depth
     - 7
   * - Cell Chain, Critical Path
     - buf_6 > mux4_2 > a22o_1 > clkdlybuf4s50_1
   * - Share of flip-flops with an asynchronous set or reset after synthesis
     - 0
   * - Via count of the first global-routing pass
     - 1347
   * - Cell taking the most area after synthesis
     - dfxtp_1
   * - Root buffer cell
     - clkbuf_8
   * - Placeable core region
     - 4000 sq um
   * - Transition time at the pin with the least slew margin
     - 0.499 ns
   * - Pin count of the biggest net entering global routing
     - 56
   * - CP Launch Type
     - register
   * - Total number of H-tree levels
     - 2
   * - Type of the tightest min-delay check
     - reg -> reg
   * - Quantity of hold-fixing buffers added after cts
     - 0
   * - Post-synth EDFFs
     - 0
   * - Final period demand of the worst path
     - 2.40 ns
   * - Worst Setup SP
     - head[1]
   * - Pins over their slew limit
     - 0
   * - Total congestion overflow
     - 0
   * - CTS Sinks
     - 44
   * - Wire length after detailed routing
     - 4.19 mm
   * - Worst setup path endpoint
     - data_out[5]
   * - Number of maximum-capacitance violations
     - 0
   * - Worst reg-to-reg setup slack
     - 0.51 ns
   * - Count of routing violations after the opening detailed-route iteration
     - 80
   * - Number of nets with antenna violations after routing
     - 0
   * - Dominant synthesized flop cell
     - dfxtp_1
   * - Starting utilization of the core area
     - 0.520
   * - Hpwl dp
     - 2.69 mm
   * - DRC Markers
     - 0
   * - Required @ worst endpoint
     - 2.00 ns
   * - Switching power share of the total
     - 0.240
   * - DRT Pass-1 Iters
     - 7
   * - Beginning of the worst register-to-register path
     - used[0]
   * - Startpoint-to-endpoint class of the critical path
     - reg -> out
   * - Net switching power figure
     - 0.342 mW
   * - End of the worst register-to-register path
     - used[1]
   * - Cell depth of the worst min-delay path
     - 2
   * - Endpoints failing hold
     - 0
   * - Ant diodes
     - 0
   * - Critical-path cell with the highest stage delay
     - mux4_2
   * - Height of the chip
     - 66.5 um
   * - Status
     - finished, final reports clean
   * - Top logic cells by instance count in the layout
     - nand2b_1 (46), dfxtp_1 (43), mux2i_1 (35)
   * - Chip area
     - 4420 sq um
   * - Crit. path cell count
     - 4
   * - Most numerous logic cell after layout
     - nand2b_1
   * - Largest delay share family, worst path
     - buffers and inverters
   * - IR Drop Worst-Case VDD
     - 0.364 mV
   * - Portion of synthesized cell area occupied by the leading cell type
     - 0.423
   * - Relative contribution of combinational cells to total power
     - 0.161
   * - RePlAce Congestion
     - 0.858
   * - I/O pin count
     - 22
   * - Stage delay of the slowest cell on the critical path
     - 0.51 ns
   * - Power per cell area
     - 575 nW/um^2
   * - Placed cell count
     - 258
   * - Chip Area, Yosys
     - 2080 sq um
   * - Overall track demand over capacity in global routing
     - 0.216
   * - Largest driver fanout on the critical path
     - 7
-- state kept, by name, indices dropped and copies added (netlist names) --
| name | cells |
|---|---|
| used | 5 |
| head | 3 |
| mem | 32 |
| tail | 4 |
-- synth_stat cells (2+ instances only) --
| cell type | instances |
|---|---|
| a21oi_1 | 5 |
| a22o_1 | 8 |
| and3_1 | 2 |
| buf_2 | 3 |
| buf_4 | 2 |
| clkbuf_1 | 7 |
| dfxtp_1 | 44 |
| ha_1 | 3 |
| inv_1 | 2 |
| mux2_2 | 3 |
| mux2i_1 | 35 |
| mux4_2 | 8 |
| nand2_1 | 4 |
| nand2b_1 | 46 |
| nand3_1 | 4 |
| nand3b_1 | 2 |
| nor2_1 | 4 |
| o22ai_1 | 3 |
-- worst min path at each step --
stage           start  endpoint  slack [ns]
CTS           head[2]   head[2]        0.48
global route  mem[10]   mem[10]        0.50
finish        head[2]   head[2]        0.48
-- metal layers --
| layer | vias to the layer above | track usage | wire [um] | part of all wire |
|---|---|---|---|---|
| met5 | - | 0 | 0 | 0 |
| met4 | 0 | 0.0319 | 38 | 0.0091 |
| met3 | 6 | 0.0417 | 150 | 0.036 |
| met2 | 44 | 0.327 | 1860 | 0.44 |
| met1 | 685 | 0.344 | 2140 | 0.51 |
| li1 | 726 | - | - | - |
-- repair_timing --
item                       CTS  global route
resized                      1             2
setup endpoints to repair    6             4
setup buffers                0             3
-- cells by family after synthesis --
kind of cell	Yosys count	synth area share
multiplexers	47	0.278
AND/OR/NAND/NOR	64	0.183
adder cells (fa/ha/maj)	3	0.0180
flip-flops	44	0.423
buffers and inverters	15	0.0361
AND-OR/OR-AND	18	0.0613
-- worst reg2reg max path: stages (launching register included) --
cell,delay [ns]
dfxtp_1,0.41
mux2i_2,0.41
nand2_1,0.14
inv_1,0.15
ha_1,0.22
mux2_2,0.35
mux2i_1,0.14
nor2_1,0.06
-- power by group through the flow --
stage | sequential, mW | clock, mW | combinational, mW
after global routing | 0.744 | 0.495 | 0.248
final | 0.740 | 0.454 | 0.230
after CTS | 0.740 | 0.465 | 0.229
-- final cells by class --
class                      instances  area [sq um]
multi-input combinational        132          1130
timing repair buffer              33           304
tap                               50          62.6
clock buffer                       8          90.1
sequential                        44           882
fill                             308          1530
inverter                           2          7.51
-- per-stage QoR --
stage	hold WS, ns	power, mW	area (sq um)
final	0.477	1.42	2470
after global routing	0.497	1.49	2470
after floorplan	0.435	0.888	2080
after CTS	0.479	1.43	2450
after detailed placement	0.453	0.982	2350
after global placement	0.449	0.977	2350
Power figures rest on the tool's default switching activity, not on a simulated workload.
